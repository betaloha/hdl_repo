==> design/flow/design.v <==
`timescale 1ns / 1ps
module addrGen(
    input clk,
    input rst,
    output reg [31:0] M0_AXIS_TDATA,
    output reg M0_AXIS_TLAST,
    input M0_AXIS_TREADY,
    output reg M0_AXIS_TVALID
    );
reg [31:0] acc;
always@(posedge(clk))begin
    M0_AXIS_TVALID = 1'b1;
    M0_AXIS_TLAST = 1'b1;
    if(rst)begin
        M0_AXIS_TDATA = 32'h0;
    end else if(M0_AXIS_TREADY)begin
        M0_AXIS_TDATA = M0_AXIS_TDATA + 32'h1;
    end
end
endmodule
==> design/flow/run.sh <==
#!/bin/bash
# OpenROAD 26Q1-2900-gdf79404cd8, Yosys 0.63+post, stock flow scripts
make -C /OpenROAD-flow-scripts/flow DESIGN_CONFIG=/design/flow/config.mk WORK_HOME=/design/flow/orfs finish
==> design/flow/config.mk <==
export PLATFORM = sky130hd
export DESIGN_NAME = addrGen
export DESIGN_NICKNAME = addrGen
export VERILOG_FILES = /design/flow/design.v
export SDC_FILE = /design/flow/constraint.sdc
export NUM_CORES = 4
export LEC_CHECK = 1
export CORE_AREA = 10 10 103 103
export DIE_AREA = 0 0 113 113
==> design/flow/constraint.sdc <==
current_design addrGen

set clk_period 5.4
set clk_io_pct 0.2

create_clock -name clk0 -period $clk_period [get_ports {clk}]

set non_clock_inputs [all_inputs -no_clocks]
set_input_delay [expr $clk_period * $clk_io_pct] -clock clk0 $non_clock_inputs
set_output_delay [expr $clk_period * $clk_io_pct] -clock clk0 [all_outputs]
==> flow_summary.yaml <==
# synthesis and place-and-route metrics
global_routing:
  antenna_found_initial: 0
  grt_max_degree: 44
  grt_pass1_vias: 1253
  overflow: 0
  grt_first_pass_wirelength_um: 6680
  grt_usage_pct: 6.23
cells_and_area:
  areaGrowthSynthToFinish_pct: 34.5
  drive_gt1_share_pct: 10.6
  largest_reg_flops: 32
  final_area_um2: 2130
  fill_cells: 893
clock_tree:
  path_clk_slew_ns: 0.07
  tritoncts: "yes"
  insertion_delay_ns: 0.28
  post_cts_resized: 0
  cts_root_buffer: "clkbuf_8"
  cts_buffer_depth: 2
  cts_hold_buf: 0
  cts_made_buffers: 5
  cts_setup_buffers: 0
  h-tree-depth: 2
  cts.sinks: 32
critical_path:
  critical_path_required_ns: 5.57
  crit_path_start: "M0_AXIS_TREADY"
  end_kind: "register"
  crit_arrival_ns: 3.13
  crit_family: "simple AND/OR/NAND/NOR gates"
  r2r-start: "M0_AXIS_TDATA[2]"
  cpMaxStageDelayCell: "clkdlybuf4s50_1"
  critPathMaxFanout: 9
  critPathMaxStageDelay_ns: 0.61
  crit_chain: "clkdlybuf4s50_1, and4_1, nand4_1, nor4_4, mux2_1"
  path_buffers: 1
  crit_type: "primary input to register"
  crit_path_start_kind: "primary input"
route:
  wl_um: 3920
  drt_iter0_markers: 91
  vias_per_cell: 4.24
  drc: 0
  dr_total_vias: 1362
  wl_per_cell_um: 12.2
  diodes: 0
  dr.pass1.iters: 4
  route.antenna.remaining_nets: 0
yosys:
  synthCells: 184
  top_area_cell: "dfxtp_1"
  yosysSeqAreaShare_pct: 40.5
  synth_top_area_share_pct: 40.5
  synthTopCellsByArea: "dfxtp_1, mux2_2, nor2_1"
  synth_chip_area_um2: 1580
  yosysWarnings: 1
  synth_cell_types: 34
  syn-cell-area_um2: 1580
  ys_ff: 32
  syn_area_per_cell_um2: 8.60
  yosysCellCount: 184
die:
  pin_count: 37
  die_w_um: 113
  die_h_um: 113
  design.core.area_um2: 8300
  rows: 33
  dieArea_um2: 12800
  fp_util_pct: 19.1
run:
  drv_cap: 0
  openroad.warnings: 25
timing:
  setup_viol: 0
  slew_violations: 0
  grt_setup_unrepaired: "false"
  fin_skew_ns: 0.00773
  finalHoldViolations: 0
  finalClockPeriodUsage_pct: 54.7
  fin_tns_setup_ns: 0
  layout_min_cycle_time_ns: 2.96
  fmax_mhz: 338
min_path:
  holdCritPathClass: "register to register"
  min_from: "M0_AXIS_TDATA[13]"
placed_design:
  hpwl_um: 2830
  place_congestion: 0.762
  dpl-instance-area_um2: 2000
  io_buffer_count: 34
power_and_ir_drop:
  power_density_nw_per_um2: 238
  ir_drop_v: 0.000139
  leakage_uw: 0.000722
status:
  outcome: "finished clean"
[tightest hold or removal path, delay by kind of cell (launching register included)]
kind	cells	cell delay [ns]
flops	1	0.34
compound gates	2	0.14
[path summary, 6_finish.rpt]
kind                            cells past startpoint                end  slack, ns
worst max-delay path                                5  M0_AXIS_TDATA[31]       2.44
worst min-delay path                                2  M0_AXIS_TDATA[13]       0.53
worst max register to register                      4  M0_AXIS_TDATA[31]       3.43
worst min register to register                      2  M0_AXIS_TDATA[13]       0.53
[area by class of cell]
cell class                      instances  area [µm²]  area share (%)
Timing Repair Buffer                   35         348            16.3
Inverter                                4        15.0           0.705
Clock inverter                          1        30.0            1.41
Tap cell                              105         131            6.17
Multi-Input combinational cell        137         868            40.8
Sequential cell                        32         641            30.1
Clock buffer                            7        96.3            4.52
[placed cells by master, fill, tap and decap left out, types with 3 or more instances in the layout]
cell	n
or4_1	3
mux2_2	9
nor2b_1	10
nand4_1	10
and4_1	3
nor3_1	10
o21ai_0	4
nand2_1	9
o31ai_1	3
clkdlybuf4s50_1	34
clkbuf_8	7
inv_1	4
xnor2_1	4
nor2_1	26
or3_1	4
dfxtp_1	32
xor2_1	9
nand3_1	9
a21oi_1	7
[per-layer routing]
metal | part of all wire (%) | up-vias | track usage [%]
met5 | 0 | - | 0
met4 | 0.74 | 0 | 0.677
met3 | 8.5 | 4 | 2.67
met2 | 43 | 34 | 8.64
met1 | 48 | 622 | 9.02
li1 | - | 702 | -
[cells in the mapped netlist]
| cell | number |
|---|---|
| nor3_1 | 10 |
| nand4_1 | 10 |
| and4_1 | 3 |
| dfxtp_1 | 32 |
| nand3_1 | 9 |
| and3_2 | 1 |
| or4_4 | 1 |
| nor3b_1 | 1 |
| nor4_4 | 1 |
| nor4_1 | 2 |
| buf_2 | 2 |
| mux2_2 | 9 |
| ha_1 | 1 |
| or2_2 | 1 |
| nor2_1 | 26 |
| buf_4 | 2 |
| and3_1 | 2 |
| or4_1 | 3 |
| nand2_1 | 9 |
| mux2i_1 | 1 |
| nand4_2 | 1 |
| o31ai_1 | 3 |
| buf_6 | 1 |
| conb_1 | 1 |
| nor2b_1 | 10 |
| xor2_1 | 9 |
| and2_1 | 1 |
| or3_1 | 4 |
| o21ai_0 | 4 |
| xnor2_1 | 4 |
| mux2_1 | 2 |
| inv_1 | 4 |
| clkbuf_1 | 7 |
| a21oi_1 | 7 |
[where the power goes]
| part | total (µW) | switching (µW) | internal [µW] | leakage [µW] |
|---|---|---|---|---|
| sequential | 239 | 1.72 | 238 | 0.000258 |
| combinational | 16.6 | 9.23 | 7.39 | 0.000399 |
| clock | 250 | 87.3 | 163 | 0.0000645 |
| total | 506 | 98.3 | 408 | 0.000722 |
[cells by family after synthesis]
| family | Yosys count | share of synthesized area, % |
|---|---|---|
| AOI/OAI and AO/OA | 14 | 4.90 |
| xor gates and xnor gates | 13 | 7.19 |
| adders and majority gates | 1 | 0.790 |
| buffers and inverters | 16 | 4.90 |
| DFF | 32 | 40.5 |
| muxes | 12 | 8.46 |
| other | 1 | 0.237 |
| and+or+nand+nor | 95 | 33.0 |
[metrics by stage]
| step | hold slack [ns] | setup slack (ns) | utilization [%] | total power (µW) | cells |
|---|---|---|---|---|---|
| 4_1_cts | 0.532 | 2.46 | 25.7 | 512 | 321 |
| 6_report | 0.527 | 2.44 | 25.7 | 506 | 321 |
| 3_3_place_gp | 0.508 | 2.20 | 24.1 | 261 | 313 |
| 3_5_place_dp | 0.522 | 2.16 | 24.1 | 261 | 313 |
| 2_1_floorplan | 0.452 | 2.92 | - | 255 | 185 |
| 5_1_grt | 0.570 | 2.24 | 25.7 | 527 | 321 |
Power figures rest on the tool's default switching activity, not on a simulated workload.
