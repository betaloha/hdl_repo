$ cat design/flow/config.mk
export PLATFORM = sky130hd
export DESIGN_NAME = axis_trimmer
export DESIGN_NICKNAME = axis_trimmer
export VERILOG_FILES = /design/flow/design.v
export SDC_FILE = /design/flow/constraint.sdc
export NUM_CORES = 4
export LEC_CHECK = 1
export CORE_AREA = 10 10 70 70
export DIE_AREA = 0 0 80 80
$ cat design/flow/constraint.sdc
current_design axis_trimmer

set clk_period 1.9
set clk_io_pct 0.2

create_clock -name clk0 -period $clk_period [get_ports {clk}]

set non_clock_inputs [all_inputs -no_clocks]
set_input_delay [expr $clk_period * $clk_io_pct] -clock clk0 $non_clock_inputs
set_output_delay [expr $clk_period * $clk_io_pct] -clock clk0 [all_outputs]
$ cat design/flow/design.v
`timescale 1ns / 1ps
module axis_trimmer(
input clk,
input rst,
input [63:0] S0_AXIS_TDATA,
input S0_AXIS_TLAST,
input [7:0] S0_AXIS_TKEEP,
output S0_AXIS_TREADY,
input S0_AXIS_TVALID,
output [63:0] M0_AXIS_TDATA,
output M0_AXIS_TLAST,
output [7:0] M0_AXIS_TKEEP,
input M0_AXIS_TREADY,
output M0_AXIS_TVALID 
    );
reg [9:0] dataCtr;
assign M0_AXIS_TDATA = S0_AXIS_TDATA;
assign S0_AXIS_TREADY = M0_AXIS_TREADY;
assign M0_AXIS_TKEEP = S0_AXIS_TKEEP;
assign M0_AXIS_TVALID = S0_AXIS_TVALID && !(dataCtr > 10'd7);
assign M0_AXIS_TLAST = S0_AXIS_TLAST || !(dataCtr < 10'd7);
always@(posedge clk)begin
    if(rst)begin
        dataCtr <= 0;
    end else begin
        if(S0_AXIS_TVALID && M0_AXIS_TREADY)begin
            if(S0_AXIS_TLAST)begin
                dataCtr <= 0;
            end else begin
                dataCtr <= dataCtr + 1;
            end
        end
    end
end
endmodule
$ cat design/flow/run.sh
#!/bin/bash
# OpenROAD 26Q1-2900-gdf79404cd8, Yosys 0.63+post, stock flow scripts
make -C /OpenROAD-flow-scripts/flow DESIGN_CONFIG=/design/flow/config.mk WORK_HOME=/design/flow/orfs finish
==> impl_metrics.py <==
# Physical implementation metrics
metrics = {
    "status": {
        "status": "finished, violations left",
        "violations": "setup timing",
    },
    "logic_synthesis": {
        "mux_area_frac": 0,
        "synthXorXnorAreaFrac": 0.01628,
        "postSynthSeqShare": 0.1860,
        "ys_sh_aoi": 0.09767,
        "syn_area_per_cell_um2": 8.090,
        "synthCells": 133,
        "ys.flops": 10,
        "synth_chip_area_mm2": 0.001076,
        "synth.distinct_cells": 26,
        "yosys_warnings": 1,
        "ys_top_logic_family": "buffers and inverters",
        "syn_area_mm2": 0.001076,
        "ys_sh_adder": 0.01163,
        "ys_sh_simple": 0.1512,
        "ys_cells": 133,
    },
    "final_timing": {
        "setup_viol": 1,
        "final_max_slew_viol_count": 0,
        "clock_skew_ns": 0.004624,
        "whs_ns": 0.4917,
        "rsz0062_at_grt": "yes",
        "tightestPinTransition_ns": 0.2792,
        "maxSlewHeadroom": 0.8115,
        "setup_ws_ns": -0.05964,
        "final.min_clock_period_ns": 1.960,
        "fin_crit_sh": 1.031,
        "fmax_mhz": 510.3,
        "hold_viol_final": 0,
    },
    "routing": {
        "wl_met3_um": 407,
        "via_per_inst": 5.040,
        "routedWlPerCell_um": 14.34,
        "dr.pass1.iters": 4,
        "diodes": 0,
        "drc": 0,
        "top_layer": "met4",
        "routed_wl_um": 1778,
        "ant_nets": 0,
        "vias": 625,
        "wl_met2_um": 737,
        "wl_met1_um": 581,
        "drtIter0Drc": 18,
    },
    "cts": {
        "clock_latency_ns": 0.26,
        "cts_buffers": 3,
        "cts_buffer_depth": 2,
        "hold_buffers": 0,
        "cts.sinks": 10,
        "cts_root_buf": "clkbuf_4",
        "cts.clk_slew.worst_paths_ns": 0.07,
        "ctsHtreeMaxLevel": 1,
        "cts_tree": "built",
    },
    "global_route": {
        "grt_pass1_wl_um": 2670,
        "grt_pass1_vias": 518,
        "grt_remaining_overflow": 0,
        "grt_max_degree": 10,
        "grt_util_all_layers": 0.05107,
        "antenna_found_initial": 0,
    },
    "placement": {
        "portBuffers": 7,
        "dpl.cell_count": 119,
        "dp_hpwl_um": 1406,
        "routabilityCongestion": 0.7791,
    },
    "die": {
        "die_x_um": 80,
        "dieArea_mm2": 0.006400,
        "core_mm2": 0.003416,
        "fp-utilization": 0.3150,
        "die_h_um": 80,
        "rows": 21,
        "io_pins": 152,
    },
    "job": {
        "warnings": 27,
        "drv_cap": 0,
    },
    "final_layout": {
        "top_regs": "dataCtr: 10 flops",
        "syn_to_final_growth_pct": -30.58,
        "largest_register": "dataCtr",
        "final_cell_mix": "buf_4 (10), dfxtp_1 (9), a21oi_1 (7)",
        "fin_cells": 124,
        "drive_above_1_share": 0.2821,
        "lay_top_count": "buf_4",
        "largest_reg_flops": 10,
    },
    "setup_path": {
        "crit_required_ns": 1.52,
        "cp.arrival_ns": 1.58,
        "worstPathMaxFanout": 2,
        "cp-end-kind": "primary output",
        "crit_path_start_kind": "flip-flop",
        "crit_type": "flip-flop to primary output",
    },
    "power_and_ir_drop": {
        "ir_drop_v": 0.0003092,
        "pwr-share-clk": 0.433,
        "cellPowerDensity_mw_per_mm2": 592.0,
        "p_sw_frac": 0.2128,
        "p_leak_nw": 0.2615,
        "power_frac_seq": 0.484,
        "p_switching_w": 0.00009409,
        "p_comb_frac": 0.084,
        "internal_power_w": 0.0003481,
    },
    "min_path": {
        "hp-class": "flip-flop to flip-flop",
    },
}
==> cell type report <==
cell class	count	area, µm²
Clock buffer	4	36.28
Timing Repair Buffer	17	137.6
Sequential cell	10	201.4
Fill cell	381	2669
Multi-Input combinational cell	46	310.3
Inverter	1	3.754
Tap cell	46	57.56
==> worst max-delay path, stage by stage, from the launching register on <==
cell      delay [ns]
dfxtp_1         0.31
or4_4           0.54
nor4_4          0.15
buf_4           0.14
nand3b_1        0.06
buf_2           0.11
==> Yosys cell counts <==
| master | instances | share of area |
|---|---|---|
| a21oi_1 | 7 | 0.033 |
| a31o_2 | 1 | 0.0081 |
| a31oi_1 | 1 | 0.0058 |
| and2_1 | 1 | 0.0058 |
| buf_4 | 73 | 0.51 |
| buf_6 | 2 | 0.021 |
| clkbuf_1 | 1 | 0.0035 |
| dfxtp_1 | 10 | 0.19 |
| ha_1 | 1 | 0.012 |
| inv_1 | 1 | 0.0035 |
| nand2_1 | 5 | 0.017 |
| nand2b_1 | 1 | 0.0058 |
| nand3_1 | 4 | 0.019 |
| nand3_2 | 1 | 0.0093 |
| nand3b_1 | 1 | 0.0070 |
| nand4_1 | 2 | 0.012 |
| nand4_2 | 1 | 0.012 |
| nor2_1 | 2 | 0.0070 |
| nor4_2 | 1 | 0.012 |
| o21ai_0 | 3 | 0.014 |
| o311ai_0 | 1 | 0.0081 |
| o31ai_1 | 3 | 0.021 |
| o41ai_1 | 1 | 0.0081 |
| or3_1 | 3 | 0.017 |
| or4_1 | 4 | 0.028 |
| xor2_1 | 2 | 0.016 |
==> layer usage <==
layer,vias up,global-route usage
li1,272,-
met5,-,0
met2,59,0.06421
met1,284,0.05292
met3,10,0.05682
met4,0,0.01937
==> stage by stage <==
step	setup WS, ns	power [W]	area [µm²]	util	TNS [ns]
global route	-0.1597	0.0004666	747.0	0.2187	-0.2511
floorplan	0.3845	0.0003297	1076	-	0
detailed placement	-0.1299	0.0002584	696.9	0.2040	-0.1624
CTS	-0.1561	0.0004479	744.5	0.2179	-0.2444
finish	-0.05964	0.0004422	747.0	0.2187	-0.05964
global placement	-0.07941	0.0002577	696.9	0.2040	-0.07941
==> logic make-up after synthesis <==
group | count (synthesis)
buf+inv | 77
simple gates | 26
compound gates | 17
flops | 10
xor+xnor | 2
fa+ha+maj | 1
==> worst paths after layout <==
path                                         startpoint                       to  slack [ns]  depth (start not counted)
worst min register to register  dataCtr[1]$_SDFFE_PP0P_  dataCtr[1]$_SDFFE_PP0P_        0.49                          2
worst max-delay path            dataCtr[3]$_SDFFE_PP0P_            M0_AXIS_TLAST       -0.06                          5
worst min-delay path            dataCtr[1]$_SDFFE_PP0P_  dataCtr[1]$_SDFFE_PP0P_        0.49                          2
worst max register to register  dataCtr[0]$_SDFFE_PP0P_  dataCtr[8]$_SDFFE_PP0P_        0.43                          4
==> power groups by stage <==
stage	Sequential, W	Clock, W	Combinational, W
4_1_cts	0.000214	0.000196	0.0000375
5_1_grt	0.000214	0.000211	0.0000413
6_report	0.000214	0.000191	0.0000370
==> repair_timing <==
| item | in CTS | in global routing |
|---|---|---|
| endpoints found under the hold margin | 0 | 0 |
| endpoints found under the setup margin | 2 | 3 |
| buffers inserted | 1 | 0 |
| pin swaps | 3 | 2 |
| gates resized | 9 | 1 |
Power is estimated from default activity; no workload was simulated.
